[design.v]
 `timescale 1ns /1ps
module synchronizer(
     output wire OutSignal, 
     input wire InSignal, 
     input wire Clk
);
     reg buff0, buff1, buff2;
     always@(posedge Clk)
            begin
               buff0 <= InSignal;
               buff1 <= buff0;
               buff2  <= buff1;
            end
     assign OutSignal = buff2;
endmodule
`default_nettype none
module tlc_controller (
    output wire [1:0] highwaySignal,   
    output wire [1:0] farmSignal,      
    output wire [3:0] JB,              
    input wire Clk,                    
    input wire Rst,                     
    input wire farmSensor
);
    wire RstSync;                      
    wire RstCount;                      
    reg [30:0] Count;                  
    wire [2:0] state;                  
    assign JB[3] = RstCount;            
    assign JB[2:0] = state;            
    synchronizer syncRst (
        .OutSignal(RstSync), 
        .InSignal(Rst), 
        .Clk(Clk)
    );
    tlc_fsm FSM (
        .state(state),                 
        .RstCount(RstCount),             
        .highwaySignal(highwaySignal), 
        .farmSignal(farmSignal),       
        .Count(Count),                 
        .Clk(Clk),                     
        .Rst(RstSync),                  
        .farmSensor(farmSensor)
    );
    always @(posedge Clk or posedge RstSync) begin
        if (RstSync)
            Count <= 0;                
        else if (RstCount)
            Count <= 0;                
        else
            Count <= Count + 1;        
    end
endmodule 
`timescale 1ns / 1ps
`default_nettype none
module tlc_fsm (
    output reg [2:0] state,           
    output reg RstCount,               
    output reg [1:0] highwaySignal,   
    output reg [1:0] farmSignal,      
    input wire [30:0] Count,          
    input wire Clk,                   
    input wire Rst,                    
    input wire farmSensor
);
    parameter S0 = 3'b000;  
    parameter S1 = 3'b001;  
    parameter S2 = 3'b010;  
    parameter S3 = 3'b011;  
    parameter S4 = 3'b100;  
    parameter S5 = 3'b101;  
    reg [30:0] countLimit;
    always @(posedge Clk or posedge Rst) begin
        if (Rst) begin
            state <= S0;
            RstCount <= 1'b1;   
        end else begin
            if (RstCount) begin
                RstCount <= 1'b0;  
            end else if (Count >= countLimit) begin
                RstCount <= 1'b1;  
                case (state)
                    S0: state <= S1;
                    S1: if(farmSensor == 0) state <= S1;
                        else state <= S2;
                    S2: state <= S3;
                    S3: state <= S4;
                    S4: if(farmSensor == 0) state <= S5;
                        else if(farmSensor == 1 && Count > 750000000) state <= S5;
                        else state <= S4;
                    S5: state <= S0;
                    default: state <= S0;  
                endcase
            end
        end
    end
    always @(*) begin
        case (state)
            S0: begin
                highwaySignal = 2'b00;
                farmSignal = 2'b00;
                countLimit = 50000000;  
            end
            S1: begin
                highwaySignal = 2'b10;
                farmSignal = 2'b00;
                countLimit = 1500000000;  
            end
            S2: begin
                highwaySignal = 2'b01;
                farmSignal = 2'b00;
                countLimit = 150000000;  
            end
            S3: begin
                highwaySignal = 2'b00;
                farmSignal = 2'b00;
                countLimit = 50000000;  
            end
            S4: begin
                highwaySignal = 2'b00;
                farmSignal = 2'b10;
                countLimit = 150000000;  
            end
            S5: begin
                highwaySignal = 2'b00;
                farmSignal = 2'b01;
                countLimit = 150000000;  
            end
            default: begin
                highwaySignal = 2'b00;
                farmSignal = 2'b00;
                countLimit = 50000000;  
            end
        endcase
    end
endmodule
[run.sh]
#!/bin/bash
# OpenROAD 26Q1-2900-gdf79404cd8, Yosys 0.63+post, stock flow scripts
make -C /OpenROAD-flow-scripts/flow DESIGN_CONFIG=/design/flow/config.mk WORK_HOME=/design/flow/orfs finish
[config.mk]
export PLATFORM = sky130hd
export DESIGN_NAME = tlc_controller
export DESIGN_NICKNAME = tlc_controller
export VERILOG_FILES = /design/flow/design.v
export SDC_FILE = /design/flow/constraint.sdc
export NUM_CORES = 4
export LEC_CHECK = 1
export CORE_UTILIZATION = 50
[constraint.sdc]
current_design tlc_controller

set clk_period 1.4
set clk_io_pct 0.2

create_clock -name clk0 -period $clk_period [get_ports {Clk}]

set non_clock_inputs [all_inputs -no_clocks]
set_input_delay [expr $clk_period * $clk_io_pct] -clock clk0 $non_clock_inputs
set_output_delay [expr $clk_period * $clk_io_pct] -clock clk0 [all_outputs]
==> flow_metrics.tcl <==
# flow metrics
set metrics [dict create \
    clkPwrFrac_pct 39.7 \
    netSwitchingPower_mw 0.418 \
    p_int_mw 1.46 \
    pin_count 11 \
    synthArstFlopShare_pct 92.1 \
    area_growth_pct 54.2 \
    period_used_pct 174 \
    postSynthAreaPerCell_um2 9.22 \
    edf_count 0 \
    dp_hpwl_mm 4.09 \
    vdd_drop_max_uv 578 \
    outcome "finished with violations" \
    grt_pass1_wl_mm 10.2 \
    drc 0 \
    setup_violations 31 \
    dieArea_um2 5090 \
    dp_slack_ns -1.08 \
    grt_pass1_vias 2149 \
    numPortBuffers 10 \
    grt_usage_pct 26.5 \
    cts_sinks 38 \
    warnings 31 \
    worstHoldPathType "register to async pin" \
    maxCapViolations 0 \
    synth_cell_types 45 \
    period_minus_slack_ns 2.43 \
    routed_wl_mm 6.24 \
    drtIter0Drc 95 \
    num_antenna_cells 0 \
    critPathArrivalTime_ns 2.61 \
    combPwrFrac_pct 1.8 \
    stdcell_count 409 \
    worstPathMaxFanout 5 \
    violations "negative setup slack" \
    fmax_ghz 0.411 \
    required_ns 1.58 \
    numCtsBuffers 5 \
    share_seq_of_total_power_pct 58.6 \
    switching_share_pct 22.2 \
    drt_pass1_iterations 20 \
    rsz0062_at_grt "yes" \
    syn_area_um2 2410 \
    layout_top_cell "buf_4" \
    fp-row-count 24 \
    htreeDepth 2 \
    tightest_slew_ns 0.446 \
    hold_violations 0 \
    gp_congestion 0.856 \
    post-place-cells 379 \
    final_util_pct 82.9 \
    core_area_um2 4470 \
    clk_pin_slew_ns 0.08 \
    synth_flops 38 \
    yosys.stat.seqShare_pct 38.9 \
    synthCells 261 \
    vias 2262 \
    crit_type "register to register" \
    cp-start-kind "register" \
    fp.dieW_um 71.4 \
    slew_headroom_pct 70.3 \
    power.density_nw_per_um2 506 \
    grt_max_degree 36 \
    clock_latency_ns 0.29 \
    cp-end-kind "register" \
    yosysChipArea_um2 2410 \
    ant_nets 0 \
    final_cell_mix "68 x buf_4, 39 x nor2_1, 30 x dfrtp_1" \
    grt-ovfl-total 0 \
    yosysWarnings 3 \
    ys_cells 261 \
    drive_gt1_share_pct 47.1 \
    fp-utilization_pct 53.8 \
    tritoncts "built" \
    cts.path.max_buffers 2 \
    grt_antenna_before_repair 0 \
    power_leakage_nw 1.74 \
    wire_per_inst_um 15.2 \
    ys.flop_type "dfrtp_1" \
    fin_ws_ns -1.03 \
    maxSlewViolCount 0 \
    fp.dieH_um 71.4 \
    cts_root_buffer "clkbuf_8" \
    vias_per_cell 5.53 \
    skew_ns 0.00759 \
]
-- metrics by stage --
stage	area [um2]	power [mW]	setup TNS (ns)	hold slack [ns]
after floorplan	2540	1.14	-5.35	0.308
final	3710	1.88	-10.67	0.289
after CTS	3490	1.89	-10.38	0.309
after detailed placement	3130	1.16	-10.71	0.308
after global routing	3710	1.96	-13.79	0.341
after global placement	3130	1.16	-10.57	0.304
-- kinds of logic (layout without fill, tap and decap cells) --
group	Yosys count	count (layout)	synth area share, %
DFF	38	38	39.0
xor gates and xnor gates	30	30	10.9
adders and majority gates	20	20	10.4
and+or+nand+nor	125	125	27.6
AOI/OAI and AO/OA	29	29	8.53
buffers and inverters	19	115	3.64
-- area by class of cell --
type	instances	area, um2
Sequential cell	38	942
Fill cell	249	763
Inverter	8	32.5
Clock inverter	2	13.8
Tap cell	52	65.1
Timing Repair Buffer	99	851
Multi-Input combinational cell	204	1730
Clock buffer	6	72.6
-- Yosys cell counts, types with 2 or more instances --
master	instances	area share (%)
a211o_1	3	1.1
a21oi_1	6	1.2
a31oi_1	3	0.78
and2_1	3	0.78
and3_1	5	1.3
and4_1	6	2.2
buf_4	3	0.94
clkbuf_1	6	0.94
dfrtp_1	34	35
dfxtp_1	3	2.5
ha_1	20	10
inv_1	8	1.2
nand2_1	10	1.6
nand2b_1	3	0.78
nand3_1	20	4.2
nand3b_1	3	0.94
nand4_1	9	2.3
nor2_1	43	6.7
nor2b_1	3	0.78
nor3_1	2	0.42
nor4_1	5	1.3
o211ai_1	2	0.62
o21ai_0	4	0.83
o22ai_1	3	0.78
or2_2	3	0.78
or3_1	3	0.78
or4_4	2	0.94
xnor2_1	12	4.4
xor2_1	18	6.6
-- registers in the layout, indices dropped and copies added (netlist names) --
register,flops
syncRst.buff2,1
Count,31
syncRst.buff1,1
syncRst.buff0,1
FSM.RstCount,1
FSM.state,3
-- worst paths after layout --
path | startpoint | end | slack [ns] | depth (start not counted)
worst max-delay path | FSM.state[2] | FSM.state[0] | -1.03 | 10
worst min-delay path | syncRst.buff2 | Count[17] | 0.29 | 2
worst max register to register | FSM.state[2] | FSM.state[0] | -1.03 | 10
worst min register to register | syncRst.buff2 | Count[17] | 0.29 | 2
max in group asynchronous | syncRst.buff2 | FSM.RstCount | 0.77 | 2
min in group clk0 | syncRst.buff1 | syncRst.buff2 | 0.33 | 0
-- power groups by stage --
stage | clock [mW] | combinational, mW | sequential (mW)
4_1_cts | 0.758 | 0.0343 | 1.10
5_1_grt | 0.818 | 0.0381 | 1.10
6_report | 0.745 | 0.0329 | 1.10
-- what timing repair did --
action,in CTS,in global routing
buffers inserted,17,10
gates resized,44,31
pin swaps,24,28
hold buffers,0,0
setup endpoints to repair,36,35
hold endpoints to repair,0,0
-- worst max-delay path: stages (launching register included) --
cell and delay [ns]:
dfrtp_2 0.46, buf_12 0.14, nor2_4 0.10, xnor2_2 0.16, inv_2 0.10, ha_4 0.28
nand4_1 0.10, or3_4 0.39, a31oi_4 0.24, o22ai_1 0.12, a22o_1 0.24
-- layer usage --
| layer | wire length, um | GRT usage, % | vias up | part of all wire (%) |
|---|---|---|---|---|
| met4 | 16 | 3.11 | 0 | 0.26 |
| met2 | 2960 | 41.5 | 45 | 48 |
| met5 | 0 | 0 | - | 0 |
| met3 | 315 | 3.57 | 2 | 5.1 |
| met1 | 2940 | 42.8 | 1086 | 47 |
| li1 | - | - | 1129 | - |
No activity file was given, so power comes from the tool's default toggle rates.
